--- ./design.v ---
module blink (
    input wire clk,         
    output reg led          
);
    reg [24:0] counter = 0;  
    always @(posedge clk) begin
        counter <= counter + 1;
        if (counter == 25_000_000) begin
            counter <= 0;
            led <= ~led;  
        end
    end
endmodule
--- ./run.sh ---
#!/bin/bash
# OpenROAD 26Q1-2900-gdf79404cd8, Yosys 0.63+post, stock flow scripts
make -C /OpenROAD-flow-scripts/flow DESIGN_CONFIG=/design/flow/config.mk WORK_HOME=/design/flow/orfs finish
--- ./config.mk ---
export PLATFORM = sky130hd
export DESIGN_NAME = blink
export DESIGN_NICKNAME = blink
export VERILOG_FILES = /design/flow/design.v
export SDC_FILE = /design/flow/constraint.sdc
export NUM_CORES = 4
export LEC_CHECK = 1
export CORE_AREA = 10 10 97 97
export DIE_AREA = 0 0 107 107
--- ./constraint.sdc ---
current_design blink

set clk_period 4.0
set clk_io_pct 0.2

create_clock -name clk0 -period $clk_period [get_ports {clk}]

set non_clock_inputs [all_inputs -no_clocks]
set_input_delay [expr $clk_period * $clk_io_pct] -clock clk0 $non_clock_inputs
set_output_delay [expr $clk_period * $clk_io_pct] -clock clk0 [all_outputs]
==> impl_metrics.csv <==
group,metric,value,unit
global_route,grt.total_usage,3.16,%
drt,wl,1870,µm
floorplanning,dieWidth,107,µm
synthesis,edf_count,1,
final_timing,tightestPinTransition,0.748,ns
final_timing,tns,0,ns
final_timing,rsz0062_at_grt,"false",
drt,antenna_cells,0,
final_timing,max_slew_margin,49.7,%
clocking,cts_hold_buf,0,
worst_setup_path,path_max_fanout,7,
layout,drive_gt1_share,9.30,%
synthesis,ys_sh_adder,2.18,%
worst_setup_path,critPathArrivalTime,2.32,ns
synthesis,ys_warn_count,1,
placement,hpwl,1470,µm
drt,firstDrtPassIters,6,
worst_setup_path,r2r-start,"counter[2]",
synthesis,ys_cells,125,
synthesis,ys_seq_share,46.2,%
final_timing,finalHoldViolCount,0,
clocking,post_cts_resized,0,
placement,portBuffers,1,
synthesis,yosys.area.top_type,"dfxtp_1",
final_timing,setup-violations-final,0,
synthesis,top_logic_kind,"simple AND/OR/NAND/NOR gates",
floorplanning,pin_count,2,
worst_setup_path,crit_start,"counter[2]",
pwr,p_leak,0.439,nW
global_route,grt_pass1_wl,3170,µm
synthesis,simple_gate_share,31.7,%
clocking,cts_setup_buffers,0,
worst_setup_path,r2r_slack,1.84,ns
final_timing,skew,0.00427,ns
worst_setup_path,worstSetupPathType,"reg -> reg",
global_route,first_global_vias,749,
drt,drc_errors,0,
drt,top_layer,"met4",
final_timing,fin_crit,2.16,ns
worst_setup_path,end_kind,"flip-flop",
drt,wl_met1,990,µm
drt,dr_wl_met3,50,µm
synthesis,yosysMostFrequentCell,"dfxtp_1",
clocking,cts_made_buffers,3,
run,tool_warnings,26,
synthesis,top_cells_by_count,"25 x dfxtp_1, 18 x nor2_1, 11 x xnor2_1, 10 x nand3_1, 8 x nand2_1",
synthesis,ys_sh_mux,0.872,%
synthesis,yosysUniqueCellTypes,33,
placement,place_inst,224,
drt,wl_per_cell,8.19,µm
worst_setup_path,cpPeakStageDelay,0.69,ns
layout,syn_to_final_growth,16.4,%
global_route,antenna_found_initial,0,
floorplanning,die-area,11400,µm²
global_route,grt_max_degree,15,
synthesis,synth.avg_cell_area,9.18,µm²
final_timing,period_used_share,54.1,%
run_status,outcome,"complete, no violations",
drt,vias,806,
run,max_cap_viol_count,0,
worst_setup_path,cp.depth,5,
pwr,p_per_area,317,nW/µm²
clocking,clk_path_buf_depth,2,
pwr,ir_worst_vdd,0.117,mV
final_timing,max_freq,462,MHz
synthesis,top_cell_area_share,43.6,%
clocking,clock.latency.late_pin,0.26,ns
synthesis,ys_area,1150,µm²
synthesis,aoi_share,2.51,%
layout,instances_no_fill,228,
synthesis,ys_ff,26,
worst_hold_path,min_path_type,"reg -> reg",
clocking,cts.sinks,26,
floorplanning,rows,31,
floorplanning,coreArea,7290,µm²
drt,dr_wl_met2,806,µm
worst_setup_path,cpLargestDelayFamily,"simple AND/OR/NAND/NOR gates",
global_route,overflow,0,
placement,routabilityCongestion,0.854,
clocking,cts_root_buffer,"clkbuf_8",
final_timing,final-max-slew-violation-count,0,
floorplanning,fp_util,15.7,%
clocking,cts_tree,"built",
clocking,htreeDepth,1,
worst_setup_path,reg2reg_depth,5,
synthesis,topCellsByArea,"dfxtp_1 44%, xnor2_1 8.4%, nor2_1 5.9%",
worst_setup_path,cp-start-kind,"flip-flop",
clocking,clk_pin_slew_worst_paths,0.08,ns
worst_setup_path,cp_cell_sequence,"nand4_2, or4_1, or4b_4, nand3b_2, o21ai_2",
worst_setup_path,regToRegEndpoint,"counter[19]",
synthesis,synth-xor-area-share,13.7,%
synthesis,syn_inst,125,
synthesis,ys.flop_type,"dfxtp_1",
floorplanning,die_h,107,µm
worst_setup_path,crit_end,"counter[19]",
worst_setup_path,cp.required,4.16,ns
synthesis,synth-async-reset-ratio,0,%
synthesis,synth_area,1150,µm²
worst_setup_path,crit_slowest_cell,"or4_1",
drt,viasPerCell,3.54,
drt,drtIter0Drc,29,
worst_setup_path,crit_buf_inv,0,
drt,postRouteAntennaNets,0,
power by group:
group	internal (mW)	switching, mW	leakage [nW]
sequential	0.260	0	0.213
clock	0.0878	0.0758	0.0288
combinational	0	0	0.197
routing by layer:
layer | global-route usage, % | vias up
met5 | 0 | -
li1 | - | 436
met3 | 0.485 | 2
met2 | 5.00 | 12
met4 | 0.484 | 0
met1 | 4.52 | 356
worst register-to-register path: cells and delay by family (launching register included):
family	cells	cell delay (ns)
simple gates	4	1.55
compound gates	1	0.05
flops	1	0.46
cells in the final DEF, fill, tap and decap left out, types with 2 or more instances in the layout:
| cell | count |
|---|---|
| nor2_1 | 18 |
| ha_1 | 2 |
| xnor2_1 | 11 |
| nor4b_1 | 2 |
| nand3b_1 | 2 |
| nand3_1 | 10 |
| o21ai_0 | 3 |
| nand2_1 | 8 |
| nand4_1 | 5 |
| inv_1 | 6 |
| clkbuf_8 | 4 |
| nor3_1 | 4 |
| xor2_1 | 7 |
| dfxtp_1 | 25 |
| and3_1 | 3 |
per-stage QoR:
stage | util, % | hold WS, ns | instance area, µm² | total power, mW | worst slack [ns]
after floorplan | - | 0.437 | 1150 | 0.266 | 2.00
after global placement | 17.6 | 0.460 | 1280 | 0.266 | 1.86
after detailed placement | 17.6 | 0.472 | 1280 | 0.266 | 1.85
after CTS | 18.3 | 0.483 | 1340 | 0.431 | 1.83
after global routing | 18.3 | 0.516 | 1340 | 0.438 | 1.68
final | 18.3 | 0.482 | 1340 | 0.423 | 1.84
worst min path at each step:
stage / startpoint / to / slack (ns) / cells past startpoint
4_1_cts: counter[22] / counter[22] / 0.48 / 1
6_report: counter[24] / counter[24] / 0.48 / 1
5_1_grt: counter[24] / counter[24] / 0.52 / 1
sequential cells by signal, indices dropped and copies added, names as in the netlist:
name	cells
led	1
counter	25
cell type report:
type | count | area [µm²]
clock buffers | 4 | 55.1
multi-input cells | 91 | 586
flip-flops and latches | 26 | 531
repair buffers | 2 | 17.5
well taps | 99 | 124
fillers | 833 | 5960
inverters | 6 | 22.5
kinds of logic (layout without fill, tap and decap cells):
logic type / Yosys count / in the layout
adders and majority gates: 2 / 2
and+or+nand+nor: 65 / 65
xor gates and xnor gates: 18 / 18
DFF: 26 / 26
buffers and inverters: 8 / 12
AOI/OAI and AO/OA: 5 / 5
muxes: 1 / 1
Power and IR drop assume default switching activity.
